==> ./design.v <==
`timescale 1ns / 1ps
module ps2_keyboard_control(
	clk, rst_n,
	ps2_clk, ps2_data,
    go_input
    );
	input clk;
	input rst_n;
	input ps2_clk;
	input ps2_data;
    output wire [9:0] go_input;
	reg ps2_clk_r0,ps2_clk_r1,ps2_clk_r2;
	wire neg_ps2_clk;
	always @(posedge clk or negedge rst_n) begin
		if (~rst_n) begin
		    {ps2_clk_r0,ps2_clk_r1,ps2_clk_r2} <=3'b000;
		end
		else begin
			ps2_clk_r0 <= ps2_clk;
			ps2_clk_r1 <= ps2_clk_r0;
			ps2_clk_r2 <= ps2_clk_r1;
		end
	end 
	assign neg_ps2_clk = ps2_clk_r2 & (~ps2_clk_r1);
	reg [7:0] ps2_byte_r;		
	reg [7:0] temp_data;
	reg [3:0] num;
	always @(posedge clk or negedge rst_n) begin
		if (~rst_n) begin
			num <= 4'd0;
			temp_data <= 8'd0;
		end
		else if (neg_ps2_clk) begin 
			case (num)
				4'd0: begin
					num <= num + 1'b1;
				end
				4'd1: begin
					num <= num + 1'b1;
					temp_data[0] <= ps2_data;
				end
				4'd2: begin
					num <= num + 1'b1;
					temp_data[1] <= ps2_data;
				end
				4'd3: begin
					num <= num + 1'b1;
					temp_data[2] <= ps2_data;
				end
				4'd4: begin
					num <= num + 1'b1;
					temp_data[3] <= ps2_data;
				end
				4'd5: begin
					num <= num + 1'b1;
					temp_data[4] <= ps2_data;
				end
				4'd6: begin
					num <= num + 1'b1;
					temp_data[5] <= ps2_data;
				end
				4'd7: begin
					num <= num + 1'b1;
					temp_data[6] <= ps2_data;
				end
				4'd8: begin
					num <= num + 1'b1;
					temp_data[7] <= ps2_data;
				end
				4'd9: begin
					num <= num + 1'b1;
				end
				4'd10: begin
					num <= 4'b0;
				end
				default: num <= 4'd0;
			endcase
		end
	end
	reg key_f0;
	reg ps2_state_r;
	always @(posedge clk or negedge rst_n) begin
		if (~rst_n) begin
			key_f0 <= 1'b0;
			ps2_state_r <= 1'b0;
			ps2_byte_r <= 8'd0;
		end
		else if (num == 4'd10) begin
			    if (temp_data == 8'hf0)	begin
				    key_f0 <= 1'b1; 
			    end	
			    else begin
				    if (key_f0) begin 
					    ps2_state_r <= 1'b0;
					    ps2_byte_r <= temp_data;
					    key_f0 <= 1'b0;
				    end
				    else begin 
					    ps2_state_r <= 1'b1;
					    ps2_byte_r <= temp_data;
					    key_f0 <= 1'b0;
			    	end
			    end	
		    end
	end
	reg w,a,s,d,x,pos_h,neg_h,j,k,l;
	assign go_input={w,a,s,d,x,pos_h,neg_h,j,k,l};
	always @(posedge clk or negedge rst_n) begin
	   if(~rst_n)begin
	       w <= 1'b0; a <= 1'b0; s <= 1'b0; d  <= 1'b0; x <= 1'b0;
           pos_h <= 1'b0; neg_h <= 1'b0; j <= 1'b0; k <= 1'b0; l <= 1'b0;
          end
      else
        if(ps2_state_r)begin
         case (ps2_byte_r)
		        8'h1d: w <= 1'b1;  
                8'h1c: a <= 1'b1;  
                8'h1b: s <= 1'b1;  
                8'h23: d <= 1'b1;  
                8'h22: x <= 1'b1;  
                8'h33: pos_h <= 1'b1;  
                8'h3b: j <= 1'b1;  
                8'h42: k <= 1'b1;  
                8'h4b: l <= 1'b1;  
                default: begin
                    w <= 1'b0; a <= 1'b0; s <= 1'b0; d  <= 1'b0; x <= 1'b0;
                    pos_h <= 1'b0; neg_h <= 1'b0; j <= 1'b0; k <= 1'b0; l <= 1'b0;
                end
            endcase
        end
       else if(ps2_byte_r == 8'h33)begin
            neg_h=1'b1;
       end 
	end
endmodule
==> ./run.sh <==
#!/bin/bash
# OpenROAD 26Q1-2900-gdf79404cd8, Yosys 0.63+post, stock flow scripts
make -C /OpenROAD-flow-scripts/flow DESIGN_CONFIG=/design/flow/config.mk WORK_HOME=/design/flow/orfs finish
==> ./config.mk <==
export PLATFORM = sky130hd
export DESIGN_NAME = ps2_keyboard_control
export DESIGN_NICKNAME = ps2_keyboard_control
export VERILOG_FILES = /design/flow/design.v
export SDC_FILE = /design/flow/constraint.sdc
export NUM_CORES = 4
export LEC_CHECK = 1
export CORE_AREA = 10 10 106 106
export DIE_AREA = 0 0 116 116
==> ./constraint.sdc <==
current_design ps2_keyboard_control

set clk_period 4.3
set clk_io_pct 0.2

create_clock -name clk0 -period $clk_period [get_ports {clk}]

set non_clock_inputs [all_inputs -no_clocks]
set_input_delay [expr $clk_period * $clk_io_pct] -clock clk0 $non_clock_inputs
set_output_delay [expr $clk_period * $clk_io_pct] -clock clk0 [all_outputs]
==> impl_metrics.env <==
# physical design summary
export IMPL_enable_flop_cells=0
export IMPL_cts_root_to_sink_buffers=2
export IMPL_critPathMaxStageDelay_ns=0.49
export IMPL_die_height_um=116
export IMPL_drt_wl_total_um=3340
export IMPL_port_buffers=13
export IMPL_globalRoute_totalOverflow=0
export IMPL_maxSlewViolCount=0
export IMPL_synthesis_area_per_instance_sq_um=10.5
export IMPL_num_antenna_cells=0
export IMPL_std_cell_rows=34
export IMPL_cts_clk_slew_worst_paths_ns=0.07
export IMPL_cell_area_after_synthesis_sq_um=1830
export IMPL_period_used=0.465
export IMPL_dp_final_hpwl_um=2400
export IMPL_worst_slew_pin_transition_ns=0.551
export IMPL_crit_slowest_cell="sky130_fd_sc_hd__clkdlybuf4s50_1"
export IMPL_setup_violations=0
export IMPL_p_leak_nw=0.839
export IMPL_floorplan_die_width_um=116
export IMPL_worstPathMaxFanout=3
export IMPL_area_used_by_sequential_logic_in_the_layout_sq_um=876
export IMPL_final_layout_size_suffix_gt1_frac=0.148
export IMPL_crit_type="reg -> out"
export IMPL_crit_reg2reg_launch="num[0]"
export IMPL_grt_setup_unrepaired="no"
export IMPL_top_cells_by_area_synth="sky130_fd_sc_hd__dfrtp_1 (48%), sky130_fd_sc_hd__mux2_2 (6.2%), sky130_fd_sc_hd__buf_4 (4.1%), sky130_fd_sc_hd__mux2_4 (4.1%), sky130_fd_sc_hd__nand2_1 (3.1%)"
export IMPL_async_reset_ff_frac=1.00
export IMPL_rr_endpoint="num[2]"
export IMPL_drt_iter0_markers=52
export IMPL_drtAntennaViolNets=0
export IMPL_holdWs_ns=0.352
export IMPL_first_pass_iters=6
export IMPL_skew_ns=0.00469
export IMPL_yosysWarningCount=1
export IMPL_post_cts_repair_setup_buffers=0
export IMPL_power_share_clock=0.234
export IMPL_final_setup_tns_ns=0
export IMPL_outcome="complete, no violations"
export IMPL_area_growth_synth_to_final_pct=15.0
export IMPL_synth_sequential_area_ratio=0.480
export IMPL_hold_path_startpoint="ps2_clk_r0"
export IMPL_crit_family="buffers and inverters"
export IMPL_dieArea_sq_um=13500
export IMPL_synth_top_cell_by_area="sky130_fd_sc_hd__dfrtp_1"
export IMPL_crit_required_ns=3.44
export IMPL_fp_utilization=0.206
export IMPL_combinational_power_share=0.283
export IMPL_dominant_logic_cell_types_in_the_final_layout="sky130_fd_sc_hd__dfrtp_1 (35), sky130_fd_sc_hd__nand2_1 (15), sky130_fd_sc_hd__clkdlybuf4s50_1 (13), sky130_fd_sc_hd__nor2_1 (12), sky130_fd_sc_hd__o21ai_0 (11)"
export IMPL_cts_buffers=5
export IMPL_max_slew_margin=0.629
export IMPL_worst_hold_path_type="reg -> reg"
export IMPL_critPathCaptureType="output pin"
export IMPL_clock_sinks=35
export IMPL_finalCriticalPeriod_ns=2.00
export IMPL_via_count_of_the_first_global_routing_pass=1185
export IMPL_vias_per_cell=4.34
export IMPL_final_comb_area_sq_um=825
export IMPL_floorplan_io_pins=14
export IMPL_maxCapViolations=0
export IMPL_layout_filler_cells=953
export IMPL_powerDensity_nw_per_um2=521
export IMPL_power_report_internal_total_uw=763
export IMPL_hold_path_cell_count=0
export IMPL_clockRootBuffer="sky130_fd_sc_hd__clkbuf_8"
export IMPL_arrival_ns=1.14
export IMPL_timing_reg2reg_worst_path_depth=7
export IMPL_ys_flop_type="sky130_fd_sc_hd__dfrtp_1"
export IMPL_worst_skew_pair_late_latency_ns=0.28
export IMPL_fmax_mhz=500
export IMPL_mostFrequentLayoutCell="sky130_fd_sc_hd__dfrtp_1"
export IMPL_cts_hold_fix_buffers=0
export IMPL_globalplace_congestion=0.847
export IMPL_grt_first_pass_wirelength_um=5830
export IMPL_ys_chip_area_sq_um=1830
export IMPL_grt_util_all_layers=0.0519
export IMPL_min_to="ps2_clk_r1"
export IMPL_crit_path_start_kind="flip-flop"
export IMPL_register_share_of_total_power=0.482
export IMPL_p_sw_frac=0.302
export IMPL_ff2ff_setup_slack_ns=2.50
export IMPL_power_switching_uw=331
export IMPL_hold_violations=0
export IMPL_cts_tree="yes"
export IMPL_antenna_found_initial=0
export IMPL_route_vias_total=1258
export IMPL_maximum_number_of_pins_on_one_net_before_global_route_repair=36
export IMPL_yosys_cell_types_count=43
export IMPL_yosysCellCount=174
export IMPL_synthesis_instances=174
export IMPL_cts_repair_resize_count=0
export IMPL_tool_warnings=28
export IMPL_design_core_area_sq_um=8850
export IMPL_critical_path_cell_chain="clkdlybuf4s50_1"
export IMPL_cts_max_level=2
export IMPL_crit_start="s"
export IMPL_ys_seq_elements=35
export IMPL_final_routed_drc_violation_total=0
export IMPL_drt_wirelength_per_cell_um=11.5
export IMPL_top_area_frac=0.480
export IMPL_max_vdd_ir_drop_mv=0.145
export IMPL_timing_critical_path_buf_inv=1
state kept, by name (all words and copies together), names as in the netlist:
name / cells
ps2_byte_r: 8
temp_data: 8
num: 4
a: 1
d: 1
j: 1
k: 1
key_f0: 1
l: 1
neg_h: 1
pos_h: 1
ps2_clk_r0: 1
ps2_clk_r1: 1
ps2_clk_r2: 1
ps2_state_r: 1
s: 1
w: 1
x: 1
power groups by stage:
stage	Combinational (mW)	Sequential, mW	Clock, mW
final	0.310	0.528	0.256
after CTS	0.315	0.528	0.268
after global routing	0.355	0.545	0.278
cell families (layout without fill, tap and decap cells):
logic type      count (synthesis)  count (layout)  share of synthesized area
flops                          35              35                      0.480
simple gates                   55              55                      0.156
xor+xnor                        1               1                    0.00480
fa+ha+maj                       4               4                     0.0274
buf+inv                        21              29                     0.0685
compound gates                 42              42                      0.155
mux                            16              16                      0.108
layout make-up:
| class | instances | share of cell area |
|---|---|---|
| inverters | 7 | 0.0125 |
| well taps | 108 | 0.0644 |
| flip-flops and latches | 35 | 0.417 |
| clock buffers | 8 | 0.0477 |
| multi-input cells | 118 | 0.393 |
| repair buffers | 14 | 0.0656 |
synth_stat cells (3+ instances only):
cell,count
sky130_fd_sc_hd__ha_1,4
sky130_fd_sc_hd__inv_1,7
sky130_fd_sc_hd__o21ai_0,11
sky130_fd_sc_hd__nand2_1,15
sky130_fd_sc_hd__mux2_2,10
sky130_fd_sc_hd__nor3_1,5
sky130_fd_sc_hd__nand2b_1,5
sky130_fd_sc_hd__a31oi_1,4
sky130_fd_sc_hd__a21oi_1,10
sky130_fd_sc_hd__mux2_4,5
sky130_fd_sc_hd__buf_4,10
sky130_fd_sc_hd__dfrtp_1,35
sky130_fd_sc_hd__nor2b_1,3
sky130_fd_sc_hd__nor2_1,12
how the worst max path moves through the flow:
| stage | slack [ns] | cells past startpoint | to |
|---|---|---|---|
| after CTS | 2.26 | 1 | go_input[7] |
| final | 2.30 | 1 | go_input[7] |
| after global routing | 2.25 | 1 | go_input[7] |
metal layers:
metal / part of all wire / global-route usage / vias to the layer above
li1: - / - / 633
met1: 0.52 / 0.0800 / 601
met2: 0.39 / 0.0698 / 22
met3: 0.080 / 0.0188 / 2
met4: 0.0048 / 0.00584 / 0
met5: 0 / 0 / -
metrics by stage:
stage | setup WS [ns] | utilization | power [mW] | area (sq um) | std cells
after CTS | 2.26 | 0.237 | 1.11 | 2100 | 290
after floorplan | 2.61 | - | 0.751 | 1830 | 174
after global routing | 2.25 | 0.237 | 1.18 | 2100 | 290
final | 2.30 | 0.237 | 1.09 | 2100 | 290
after global placement | 2.48 | 0.226 | 0.843 | 2000 | 282
after detailed placement | 2.45 | 0.226 | 0.846 | 2000 | 282
Power is estimated from default activity; no workload was simulated.
